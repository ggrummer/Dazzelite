File: flow/config.mk
export PLATFORM = sky130hd
export DESIGN_NAME = L2RnR2L
export DESIGN_NICKNAME = L2RnR2L
export VERILOG_FILES = /design/flow/design.v
export SDC_FILE = /design/flow/constraint.sdc
export NUM_CORES = 4
export LEC_CHECK = 1
export CORE_UTILIZATION = 40
File: flow/constraint.sdc
current_design L2RnR2L

set clk_period 3.2
set clk_io_pct 0.2

create_clock -name clk0 -period $clk_period [get_ports {clk8}]

set non_clock_inputs [all_inputs -no_clocks]
set_input_delay [expr $clk_period * $clk_io_pct] -clock clk0 $non_clock_inputs
set_output_delay [expr $clk_period * $clk_io_pct] -clock clk0 [all_outputs]
File: flow/design.v
module L2RnR2L(clk8,reset8,frame_busy,cmd_inst,cmd_data,neo_size,sizeplus1,
   l2r_data,l2r_done,l2r_go);
   input clk8;
   input reset8;
   input frame_busy;
   input [3:0] cmd_inst;
   input [27:0] cmd_data;
   input [7:0] neo_size;
   input [7:0] sizeplus1;
   output l2r_done;
   output [25:0] l2r_data;
   output l2r_go;
   reg l2r_done;
   reg [25:0] l2r_data;
   reg l2r_go;
   reg [25:0] data_buf;
   reg [3:0] rite_blu;
   reg [3:0] rite_grn;
   reg [3:0] rite_red;
   reg [3:0] left_blu;
   reg [3:0] left_grn;
   reg [3:0] left_red;
   reg [4:0] mix_blu_int;
   reg [4:0] mix_grn_int;
   reg [4:0] mix_red_int;
   reg [3:0] nx_rite_blu;
   reg [3:0] nx_rite_grn;
   reg [3:0] nx_rite_red;
   reg [3:0] nx_left_blu;
   reg [3:0] nx_left_grn;
   reg [3:0] nx_left_red;
   reg [3:0] mix_blu;
   reg [3:0] mix_grn;
   reg [3:0] mix_red;
   wire [3:0] nx_mix_blu;
   wire [3:0] nx_mix_grn;
   wire [3:0] nx_mix_red;
   reg [2:0] num_lites;
   reg [4:0] address;
   reg [11:0] random;
   reg [3:0] mainsm;
   reg calc_start;
   reg calc_addr;
   reg calc_lim;
   reg do_compare;
   reg sel_color;
   reg [3:0] iteraysm;
   reg [4:0] num_lite_less1;
   reg [4:0] inner_rite_lite;
   reg [4:0] inner_rite_lim;
   reg [4:0] iteray;
   reg iteray_up;
   reg iteray_en;
   reg iteray_done;
   reg [2:0] colorsm;
   reg calc_randnum;
   reg calc_color;
   reg calc_mix;
   wire feedback = random[10] ~^ random[9];  
   reg [4:0] left_addr_lo;
   reg [4:0] left_addr_hi;
   reg [4:0] rite_addr_lo;
   reg [4:0] rite_addr_hi;
   reg left_cmp_lo;
   reg left_cmp_hi;
   reg rite_cmp_lo;
   reg rite_cmp_hi;
   reg [1:0] cmp;
   wire [1:0] cmp_int;
	reg [7:0] brite;	 
	reg [7:0] briter;	 
   localparam black = 4'h0;
   localparam s_init  = 4'b0000;
   localparam s_start = 4'b0001;
   localparam s_addr  = 4'b0011;
   localparam s_lim   = 4'b0010;
   localparam s_cmp   = 4'b0110;
   localparam s_color = 4'b0111;
   localparam s_go    = 4'b0101;
   localparam s_busy  = 4'b0100;
   localparam s_done  = 4'b1100;
   localparam s_cmd   = 4'b1001;
   localparam i_init  = 4'b0000;
   localparam i_start = 4'b0001;
   localparam i_addr  = 4'b0011;
   localparam i_loop  = 4'b0111;
   localparam i_iter  = 4'b1111;
   localparam i_next  = 4'b1011;
   localparam i_pause = 4'b0110;
   localparam c_init  = 3'b000;
   localparam c_num   = 3'b001;
   localparam c_color = 3'b011;
   localparam c_mix   = 3'b010;
   localparam c_wait  = 3'b110;
   localparam zero  = 2'b00;
   localparam seven = 2'b01;
   localparam eight = 2'b10;
   localparam fs    = 2'b11;
   localparam cmp_black = 2'b00;
   localparam cmp_rite  = 2'b01;
   localparam cmp_left  = 2'b10;
   localparam cmp_mix   = 2'b11;
   always @ (posedge clk8 or posedge reset8)
   begin
      if (reset8)
         begin
            l2r_done   <= 1'b0;
            l2r_go     <= 1'b0;
            num_lites  <= 3'b000;
				brite		  <= 8'h08;
            calc_start <= 1'b0;
            calc_addr  <= 1'b0;
            calc_lim   <= 1'b0;
            do_compare <= 1'b0;
            sel_color  <= 1'b0;
            mainsm     <= s_init;
         end
      else
         case (mainsm)
            s_init:
               begin
                  num_lites <= cmd_data[22:20];
						brite 	 <= cmd_data[19:12];
                  if (cmd_inst == 4'h6)
                     mainsm <= s_start;
               end
            s_start:
               begin
                  calc_start <= 1'b1;  
                  mainsm     <= s_addr;
               end
            s_addr:
               begin
                  calc_start <= 1'b0;
                  mainsm     <= s_lim;
               end
            s_lim:
               begin
                  calc_lim   <= 1'b1;
                  mainsm     <= s_cmp;
               end
            s_cmp:
               begin
                  calc_lim   <= 1'b0;
                  do_compare <= 1'b1;
                  mainsm     <= s_color;
               end
            s_color:
               begin
                  do_compare <= 1'b0;
                  sel_color  <= 1'b1;
                  mainsm     <= s_go;
               end
            s_go:
               begin
                  sel_color  <= 1'b0;
                  l2r_go     <= 1'b1;
                  if (frame_busy == 1)
                     mainsm <= s_busy;
               end
            s_busy:
               begin
                  l2r_go <= 1'b0;
                  if (frame_busy == 0)
                     mainsm <= s_done;
               end
            s_done:
               begin
                  calc_addr <= 1'b1;
                  l2r_done  <= 1'b1;
                  mainsm    <= s_cmd;
               end
            s_cmd:
               begin
                  calc_addr <= 1'b0;
                  l2r_done  <= 1'b0;
                  num_lites <= cmd_data[22:20];
						brite 	 <= cmd_data[19:12];
                  if (cmd_inst == 4'h6)
                     mainsm <= s_start;
               end
            default:
               begin
                  l2r_go <= 1'b0;
                  mainsm <= s_cmd;
               end
         endcase
   end
   always @ (posedge clk8 or posedge reset8)
   begin
      if (reset8)
         address <= 5'b00000;
      else
         if (calc_addr)
            begin
               if (address == neo_size[4:0])  
                  address <= 5'b00000;  
               else
                  address <= address + 1'b1;
            end
   end
   always @ (posedge clk8 or posedge reset8)
   begin
      if (reset8)
         begin
            left_addr_lo <= 5'b00000;
            left_addr_hi <= 5'b00000;
            rite_addr_lo <= 5'b00000;
            rite_addr_hi <= 5'b00000;
         end
      else
         if (calc_lim)
            begin
               left_addr_lo <= iteray;
               left_addr_hi <= num_lites + iteray;  
               rite_addr_lo <= inner_rite_lim - iteray;  
               rite_addr_hi <= neo_size[4:0] - iteray;  
            end
   end
   always @ (posedge clk8 or posedge reset8)
   begin
      if (reset8)
         begin
            left_cmp_lo <= 1'b0;
            left_cmp_hi <= 1'b0;
            rite_cmp_lo <= 1'b0;
            rite_cmp_hi <= 1'b0;
         end
      else
         if (do_compare)
            begin
               begin
                  if (address >= left_addr_lo)
                     left_cmp_lo <= 1'b1;
                  else
                     left_cmp_lo <= 1'b0;
               end
               begin
                  if (address <= left_addr_hi)
                     left_cmp_hi <= 1'b1;
                  else
                     left_cmp_hi <= 1'b0;
               end
               begin
                  if (address >= rite_addr_lo)
                     rite_cmp_lo <= 1'b1;
                  else
                     rite_cmp_lo <= 1'b0;
               end
               begin
                  if (address <= rite_addr_hi)
                     rite_cmp_hi <= 1'b1;
                  else
                     rite_cmp_hi <= 1'b0;
               end
            end
   end
   assign cmp_int = {left_cmp_lo & left_cmp_hi, rite_cmp_lo & rite_cmp_hi};
   always @ (cmp_int)
   begin
      cmp <= cmp_int;
   end
	always @ (posedge clk8 or posedge reset8)
   begin
      if (reset8)
         briter <= 8'h0C; 
		else
			begin
				if (calc_start)
					briter <= brite + {1'b0, brite[7:1]};
			end
	end
   always @ (posedge clk8 or posedge reset8)
   begin
      if (reset8)
         begin
            num_lite_less1  <= 5'b00000;
            inner_rite_lite <= 5'b00000;
            inner_rite_lim  <= 5'b00000;
            iteray_en       <= 1'b0;
            iteray_done     <= 1'b0;
            iteraysm        <= i_init;
         end
      else
         case (iteraysm)
            i_init:
               begin
                  iteray_en       <= 1'b0;
                  iteray_done     <= 1'b0;
                  if (sel_color)
                     iteraysm     <= i_start;
               end
            i_start:
               begin
                  num_lite_less1  <= num_lites - 3'b001;
                  inner_rite_lite <= sizeplus1[4:0] - num_lites; 
                  inner_rite_lim  <= neo_size[4:0] - num_lites; 
                  iteraysm        <= i_addr;
               end
            i_addr:
               begin
                  if (address[4:3] == 2'b01)
                     iteraysm <= i_loop;
               end
            i_loop:
               begin
                  if (iteray_up == 1'b0 && iteray == 5'b00000)
                     iteraysm <= i_pause;  
                  else
                     iteraysm <= i_iter;  
               end
            i_iter:
               begin
                  iteray_en <= 1'b1;
                  iteraysm  <= i_next;
               end
            i_next:
               begin
                  iteray_en <= 1'b0;
                  if (address[4] == 1'b1)
                     iteraysm <= i_addr;  
               end
            i_pause:
               begin
                  iteray_done <= 1'b1;
                  if (address == neo_size[4:0] && calc_addr == 1'b1)
                     iteraysm <= i_init;  
               end
            default:
               begin
                  iteraysm <= i_init;
               end
         endcase
   end
   always @ (posedge clk8 or posedge reset8)
   begin
      if (reset8)
         begin
            iteray    <= 5'b00000;
            iteray_up <= 1'b1;
         end
      else
         begin
            begin
               if (iteray_en == 1'b1 && iteray == inner_rite_lite)
                  iteray_up <= 1'b0;
               else if (iteray_done == 1'b1)
                  iteray_up <= 1'b1;
            end
            if (iteray_en)
               begin
                  if (iteray_up == 1'b1 && iteray < inner_rite_lite)
                     iteray <= iteray + 1'b1;
                  else
                     iteray <= iteray - 1'b1;
               end
         end
   end
   always @ (posedge clk8 or posedge reset8)
   begin
      if (reset8)
         begin
            calc_randnum <= 1'b0;
            calc_color   <= 1'b0;
            calc_mix     <= 1'b0;
            colorsm      <= c_init;
         end
      else
         case (colorsm)
            c_init:
               begin
                  calc_randnum <= 1'b0;
                  calc_color   <= 1'b0;
                  calc_mix     <= 1'b0;
                  if (address[4] == 1'b1)
                     colorsm <= c_num;
               end
            c_num:
               begin
                  calc_randnum <= 1'b1;
                  colorsm      <= c_color;
               end
            c_color:
               begin
                  calc_randnum <= 1'b0;
                  calc_color   <= 1'b1;
                  colorsm      <= c_mix;
               end
            c_mix:
               begin
                  calc_color   <= 1'b0;
                  calc_mix     <= 1'b1;
                  colorsm      <= c_wait;
               end
            c_wait:
               begin
                  calc_mix     <= 1'b0;
                  if (address[4] == 1'b0)
                     colorsm <= c_init;
               end
            default:
               colorsm <= c_init;
         endcase
   end
   always @ (posedge clk8 or posedge reset8)
   begin
      if (reset8)
         random <= 12'h563;  
      else
         begin
            if (calc_randnum)
               random <= {random[10:0], feedback};  
         end
   end
   always @ (posedge clk8 or posedge reset8)
   begin
      if (reset8)
         begin
            nx_rite_blu <= 4'h0;
            nx_rite_grn <= 4'h0;
            nx_rite_red <= 4'h0;
            nx_left_blu <= 4'h0;
            nx_left_grn <= 4'h0;
            nx_left_red <= 4'h0;
         end
      else
         begin
            if (calc_color)
               begin
                  case (random[11:10])
                     3'b00:
                        begin
                           nx_rite_blu <= 4'h0;
                           nx_rite_grn <= 4'h0;
                           nx_rite_red <= 4'hF;
                           nx_left_blu <= 4'h0;
                           nx_left_grn <= 4'h8;
                           nx_left_red <= 4'h0;
                        end
                     3'b01:
                        begin
                           nx_rite_blu <= 4'h0;
                           nx_rite_grn <= 4'h0;
                           nx_rite_red <= 4'hF;
                           nx_left_blu <= 4'h8; 
                           nx_left_grn <= 4'h0;
                           nx_left_red <= 4'h0;
                        end
                     3'b10:
                        begin
                           nx_rite_blu <= 4'h8;
                           nx_rite_grn <= 4'h0;
                           nx_rite_red <= 4'hF;
                           nx_left_blu <= 4'h0;
                           nx_left_grn <= 4'h8;
                           nx_left_red <= 4'hF;
                        end
                     3'b11:
                        begin
                           nx_rite_blu <= 4'h0;
                           nx_rite_grn <= 4'hF;
                           nx_rite_red <= 4'h0;
                           nx_left_blu <= 4'h8;
                           nx_left_grn <= 4'h0;
                           nx_left_red <= 4'h0;
                        end
                  endcase
               end
         end
   end
   always @ (posedge clk8 or posedge reset8)
   begin
      if (reset8)
         begin
            mix_blu_int <= 5'b00000;
            mix_grn_int <= 5'b00000;
            mix_red_int <= 5'b00000;
         end
      else
         if (calc_mix)
            begin
               mix_blu_int <= nx_rite_blu + nx_left_blu;
               mix_grn_int <= nx_rite_grn + nx_left_grn;
               mix_red_int <= nx_rite_red + nx_left_red;
            end
   end
   assign nx_mix_blu = mix_blu_int[4] ? 4'hF : mix_blu_int[3:0];
   assign nx_mix_grn = mix_grn_int[4] ? 4'hF : mix_grn_int[3:0];
   assign nx_mix_red = mix_red_int[4] ? 4'hF : mix_red_int[3:0];
   always @ (posedge clk8 or posedge reset8)
   begin
      if (reset8)
         begin
            rite_blu <= 4'h0;
            rite_grn <= 4'hF;
            rite_red <= 4'h0;
            left_blu <= 4'h0;
            left_grn <= 4'h0;
            left_red <= 4'hF;
            mix_blu  <= 4'h0;
            mix_grn  <= 4'hF;
            mix_red  <= 4'hF;
         end
      else
         begin
            if (iteray_done == 1'b1)
               begin
                  rite_blu <= nx_rite_blu;
                  rite_grn <= nx_rite_grn;
                  rite_red <= nx_rite_red;
                  left_blu <= nx_left_blu;
                  left_grn <= nx_left_grn;
                  left_red <= nx_left_red;
                  mix_blu  <= nx_mix_blu;
                  mix_grn  <= nx_mix_grn;
                  mix_red  <= nx_mix_red;
               end
         end
   end  
   always @ (posedge clk8 or posedge reset8)
   begin
      if (reset8)
         begin
            l2r_data <= 26'h0000000;
         end
      else
         begin
            if (sel_color)
               begin
                  case (cmp)
                     cmp_black:
                        begin
                           l2r_data <= {1'b0, address, brite, black, black, black};
                        end
                     cmp_rite:
                        begin
                           l2r_data <= {1'b0, address, brite, rite_blu, rite_grn, rite_red};
                        end
                     cmp_left:
                        begin
                           l2r_data <= {1'b0, address, brite, left_blu, left_grn, left_red};
                        end
                     cmp_mix:
                        begin
                           l2r_data <= {1'b0, address, briter, mix_blu, mix_grn, mix_red};
                        end
                  endcase
               end
         end
   end
endmodule            
File: flow/run.sh
#!/bin/bash
# OpenROAD 26Q1-2900-gdf79404cd8, Yosys 0.63+post, stock flow scripts
make -C /OpenROAD-flow-scripts/flow DESIGN_CONFIG=/design/flow/config.mk WORK_HOME=/design/flow/orfs finish
==> metrics.cfg <==
[global_route]
antenna_found_initial=0
grt_max_degree=79
overflow=0
grtUsageTotal_pct=16.3
grt_pass1_wl_um=24800
grt_pass1_vias=4937

[power]
power_leakage_nw=4.18
power.density_nw_per_um2=970
peakVddDrop_uv=434

[layout]
drive_gt1_share_pct=14.5
layout-area-overhead-vs-synth_pct=17.5
fill_cells=1599
finalNonFillerCells=980

[setup_path]
reg2reg_from=iteray[3]$_DFFE_PP0P_
critPathTopFamily=AND-OR/OR-AND gates
worstRegToRegCells=10
crit_start=iteray[3]$_DFFE_PP0P_
startpoint_type=flop
slowest_delay_ps=480
end_kind=flop
rr_endpoint=iteray[4]$_DFFE_PP0P_
reg2reg_slack_ps=400
crit_buf_inv=0
worstPathArrival_ps=3080
cp_max_fo=7
path_cells=ha_1 -> o21ai_0 -> nor2_1 -> or3_1 -> fa_1 -> a21o_1 -> a21oi_1 -> o31a_1 -> o21ai_1 -> xnor2_1
cp_slowest_cell=dfrtp_1
worstPathRequired_ps=3480
worstSetupPathType=flop to flop

[outcome]
outcome=finished, final reports clean

[synth]
synth_area_leader_cell=dfrtp_1
xor_share_pct=3.93
ys_sh_mux_pct=9.73
ys_top_cells_by_count=dfrtp_1, nor2_1, inv_1, ha_1
ys_cells=687
synthMostInstantiatedCell=dfrtp_1
ff_type=dfrtp_1
synth.distinct_cells=48
topCellsByArea=dfrtp_1, ha_1, mux2_2
yosysTopAreaCellShare_pct=44.6
synth-area-yosys_sq_um=7580
synth_seq_share_pct=51.2
synth-edff-count=0
aoi_share_pct=9.92
syn_avg_cell_area_sq_um=11.0
synth_flops=154
simple_gate_share_pct=9.02
ys_async_sr_fraction_pct=100
topCombFamilyByArea=adder cells
netlist_instances=687
synthesis.area_sq_um=7580
yosys_warnings=1
ys_sh_adder_pct=11.3

[route]
antenna_cells=0
dr.pass1.iters=4
ant_nets=0
drc_errors=0
drtIter0Drc=203
wl_per_cell_um=14.2
drt_wl_total_um=13900
via_per_inst=5.00
num_vias=4901

[cts]
cts_tree=yes
cts-htree-levels=4
cts_buffers=17
clk_pin_slew_ps=60
clockBufferDepth=2
ctsHoldBuffers=0
clock-root-buffer=clkbuf_16
cts_sinks=154
worstSkewPairLatency_ps=410
cts_setup_buffers=0
post_cts_resized=0

[flow_run]
drv_cap=0
warnings=49

[final_timing]
setup_viol=0
hold_viol=0
fin_crit_sh_pct=87.6
tightest_slew_ps=719
min_period_ps=2800
finClkSkew_ps=8.17
final.setup.tns_ps=0
slew_violations=0
max-slew-margin-rel_pct=52.0
max_freq_mhz=357
rsz0062_at_grt=false
holdWs_ps=382

[place]
post-dp-hpwl_um=9710
place_congestion=0.887
dp.cells=948
port_buffers=54

[floorplan]
dieArea_sq_um=19500
core-area_sq_um=18300
die_h_um=140
rows=49
pin_count=79
die_x_um=140
fp_util_pct=41.5

[worst_hold_path]
hold_depth=0
hp-start=colorsm[3]$_DFF_PP0_
holdCritPathClass=flop to flop
min_to=colorsm[4]$_DFF_PP0_

[power by group]
group,leakage [nW],switching [mW],internal [mW]
registers,1.87,0.601,2.55
clock network,0.275,0.731,1.16
logic,2.04,1.74,1.85
[per-layer routing]
layer	vias to the layer above	routed length, um	GRT usage (%)	share of wire (%)
li1	2446	-	-	-
met1	2368	6920	25.9	50
met2	77	6260	24.5	45
met3	10	588	3.96	4.2
met4	0	155	1.68	1.1
met5	-	0	0	0
[worst max path at each step]
| stage | slack [ps] | end | cells past startpoint |
|---|---|---|---|
| global route | 120 | iteray[4]$_DFFE_PP0P_ | 10 |
| finish | 400 | iteray[4]$_DFFE_PP0P_ | 10 |
| CTS | 390 | iteray[4]$_DFFE_PP0P_ | 10 |
[layout by cell type, fill, tap and decap left out, types with 7 or more instances in the layout]
cell and count:
xnor2_1 22, a21o_1 21, a21oi_1 49, nand2_1 29
mux2_2 49, nor2b_1 7, dfstp_2 19, fa_1 7
clkdlybuf4s50_1 54, o21ai_0 27, inv_1 60, dfrtp_1 135
mux2i_1 17, nor3_1 11, xor2_1 12, clkbuf_16 17
ha_1 57, nor2_1 75
[registers in the layout, indices dropped and copies added (netlist names), 5 cells and up]
register and cells:
address 5, briter 8, left_addr_hi 5, brite 8, random 12, mainsm 10, colorsm 5, inner_rite_lim 5
left_addr_lo 5, l2r_data 20, inner_rite_lite 5, iteray 5, iteraysm 7, rite_addr_hi 5, rite_addr_lo 5
[layout make-up]
type | instances | area [sq um] | share of cell area [%]
Multi-Input combinational cell | 443 | 3330 | 37.4
Timing Repair Buffer | 61 | 618 | 6.94
Clock buffer | 23 | 458 | 5.14
Inverter | 61 | 233 | 2.61
Tap cell | 229 | 287 | 3.22
Clock inverter | 9 | 101 | 1.14
Sequential cell | 154 | 3880 | 43.6
[through the flow]
step	utilization, %	setup WS [ps]	area, sq um	total power [mW]
final	48.7	396	8900	8.64
after global routing	48.7	117	8900	9.44
after CTS	48.7	389	8900	8.76
after detailed placement	45.7	407	8340	6.78
after global placement	45.7	461	8340	6.69
after floorplan	-	558	7580	5.73
[cell families (layout without fill, tap and decap cells)]
group                    Yosys count  after routing
XOR/XNOR                          34             34
AND-OR/OR-AND                    125            125
flip-flops                       154            154
buffers and inverters             90            154
other                              1              1
AND/OR/NAND/NOR                  152            152
adder cells (fa/ha/maj)           64             64
multiplexers                      67             67
Power and IR drop assume default switching activity.
